## ./design.v

```verilog
module clock_generate(
    Clk,
    Reset_n,
    rx_data,
    rx_done,
    Hour,
    Minute,
    Seconds,
    uart_tx_flag
);
    input Clk;
    input Reset_n;
    input [7:0]rx_data;
    input rx_done;
    output reg [7:0]Hour;
    output reg [7:0]Minute;
    output reg [7:0]Seconds;
    output reg uart_tx_flag;
    reg r_rx_done0;
    reg r_rx_done;
    always@(posedge Clk)begin
        r_rx_done0 <= rx_done;
        r_rx_done <= r_rx_done0;
    end
    reg [7:0]uart_data[5:0];
    always@(posedge Clk or negedge Reset_n)
    if(!Reset_n) begin
        uart_data[0] <= 0;
        uart_data[1] <= 0;
        uart_data[2] <= 0;
        uart_data[3] <= 0;
        uart_data[4] <= 0;
        uart_data[5] <= 0;
    end
    else if(r_rx_done0) begin
        uart_data[5] <= rx_data;
        uart_data[4] <= uart_data[5];
        uart_data[3] <= uart_data[4];
        uart_data[2] <= uart_data[3];
        uart_data[1] <= uart_data[2];
        uart_data[0] <= uart_data[1];
    end
    reg counter_flag;
    always@(posedge Clk or negedge Reset_n)
    if(!Reset_n)begin
        Hour <= 0;
        Minute <= 0;
        Seconds <= 0;
        counter_flag <= 0;
    end
    else if(r_rx_done)begin
        if((uart_data[0] == 8'hff) && (uart_data[1] == 8'ha5) && (uart_data[5] == 8'hf0)) begin
            Hour <= uart_data[2];
            Minute <= uart_data[3];
            Seconds <= uart_data[4];
            counter_flag <= 1;
        end
        else
            counter_flag <= 0;
    end
    reg [25:0]counter;
    always@(posedge Clk or negedge Reset_n)
    if(!Reset_n)begin
        counter <= 0;
    end
    else if(counter_flag == 1) begin
        if (counter == 50_000 -1)
            counter <= 0;
        else
            counter <= counter + +1'd1;
    end
    else 
        counter <= 0;
    always@(posedge Clk or negedge Reset_n)
    if(!Reset_n)begin
        Seconds <= 0;
    end
    else if(counter == 50_000 -1) begin  
        if(Seconds >= 60)
            Seconds <= 0;
        else
            Seconds <= Seconds + 1'd1;
    end
    always@(posedge Clk or negedge Reset_n)
    if(!Reset_n)begin
        Minute <= 0;
    end
    else if((counter == 50_000 -1) && (Seconds >= 60))begin
        if(Minute >= 60)
            Minute <= 0;
        else
            Minute <= Minute + 1'd1;
    end
    always@(posedge Clk or negedge Reset_n)
    if(!Reset_n)begin
        Hour <= 0;
    end
    else if((counter == 50_000 -1) && (Minute >= 60) && (Seconds >= 60))begin
        if(Hour >= 24)
            Hour <= 0;
        else
            Hour <= Hour + 1'd1;
    end
    always@(posedge Clk or negedge Reset_n)
    if(!Reset_n)
        uart_tx_flag <= 0;
    else if(counter == 50_000 -1) 
        uart_tx_flag <= 1;
    else 
        uart_tx_flag <= 0;
endmodule
module uart_byte_tx(
    Clk,
    Reset_n,
    Data,
    baud_set,
    send_go,
    uart_tx,
    tx_done
    );
    input Clk;
    input Reset_n;
    input [2:0]baud_set;
    input [7:0]Data;
    input send_go;
    output reg uart_tx;
    output reg tx_done;
    reg [17:0]bps_DR;
    always@(*)
    case(baud_set)
        0:bps_DR = 1000000000/9600/20; 
        1:bps_DR = 1000000000/119200/20;
        2:bps_DR = 1000000000/38400/20;
        3:bps_DR = 1000000000/57600/20;
        4:bps_DR = 1000000000/115200/20;
    endcase
    reg send_en;
    always@(posedge Clk or negedge Reset_n)
    if(!Reset_n)
        send_en <= 0;
    else if(send_go)  
        send_en <= 1;
    else if(tx_done)  
        send_en <= 0;
    reg [17:0]div_cnt;
    always@(posedge Clk or negedge Reset_n)
    if(!Reset_n)
        div_cnt <= 0;
    else if(send_en)begin
        if(div_cnt == bps_DR - 1)
            div_cnt <= 0;
        else
            div_cnt <= div_cnt + 1'd1;
    end
    else
        div_cnt <= 0;
    reg [3:0]bps_cnt;
    wire bps_clk;
    assign bps_clk = (div_cnt == 1);   
    always@(posedge Clk or negedge Reset_n)
    if(!Reset_n)
        bps_cnt <= 0;
    else if(send_en)begin 
        if(bps_clk)begin
            if(bps_cnt == 11)
                bps_cnt <= 0;
            else
                bps_cnt <= bps_cnt + 1'd1;
        end
    end
    else 
        bps_cnt <= 0;
    always@(posedge Clk or negedge Reset_n)
    if(!Reset_n)
        tx_done <= 0;
    else if ((bps_clk == 1)&&(bps_cnt == 10))
        tx_done <= 1;
    else
        tx_done <= 0;
    reg [7:0]r_Data;
    always@(posedge Clk)
    if(send_go)
        r_Data <= Data;
    else
        r_Data <= r_Data;
    always@(posedge Clk or negedge Reset_n)
    if(!Reset_n)begin
        uart_tx <= 1; 
    end
    else case(bps_cnt)
        1:uart_tx <= 0;
        2:uart_tx <= r_Data[0];
        3:uart_tx <= r_Data[1];
        4:uart_tx <= r_Data[2];
        5:uart_tx <= r_Data[3];
        6:uart_tx <= r_Data[4];
        7:uart_tx <= r_Data[5];
        8:uart_tx <= r_Data[6];
        9:uart_tx <= r_Data[7];
        10:uart_tx <= 1;
        11:uart_tx <= 1;
        default:uart_tx <= 1;
    endcase
endmodule
module uart_tx_clock_to_pc(
    Clk,
    Reset_n,
    uart_tx
);
    input Clk;
    input Reset_n;
    output uart_tx;
    wire Hour, Minute, Seconds;
    wire [15:0]Clock_Data;
    assign Clock_Data = {4'h0, Hour, Minute, Seconds};
    wire uart_tx_flag;
    clock_generate clock_generate_inst0(
        .Clk(Clk),
        .Reset_n(Reset_n),
        .rx_data(),
        .rx_done(),
        .Hour(Hour),
        .Minute(Minute),
        .Seconds(Seconds),
        .uart_tx_flag(uart_tx_flag)
    );
    wire tx_done;
    reg send_go;
    reg [7:0]Data;
    uart_byte_tx uart_byte_tx_inst0(
        .Clk(Clk),
        .Reset_n(Reset_n),
        .Data(Data),
        .baud_set(3'd4),
        .send_go(send_go),
        .uart_tx(uart_tx),
        .tx_done(tx_done)
    );
    reg [15:0]r_Data;
    always@(posedge Clk or negedge Reset_n)
    if(!Reset_n)
        r_Data <= 0;
    else if (uart_tx_flag)
        r_Data <= Clock_Data;
    else
        r_Data <= r_Data;
    reg [2:0]sate;
    always@(posedge Clk or negedge Reset_n)begin
    if(!Reset_n)begin
        send_go <= 0;
        sate <= 0;
    end
    else if(sate == 0)
        if(uart_tx_flag)begin
            Data <= r_Data[15:8];
            send_go <= 1;
            sate <= 1;
        end
        else begin
            Data <= Data;
            send_go <= 0;
            sate <= 0;
        end
    else if (sate == 1)
        if(tx_done)begin
            Data <= r_Data[7:0];
            send_go <= 1;
            sate <= 2;
        end
        else begin
            Data <= Data;
            send_go <= 0;
            sate <= 1;
        end
    else if (sate == 2)
        if(tx_done)begin
            sate <= 0;
        end
        else begin
            Data <= Data;
            send_go <= 0;
            sate <= 2;
        end
    end
endmodule
```

## ./run.sh

```bash
#!/bin/bash
# OpenROAD 26Q1-2900-gdf79404cd8, Yosys 0.63+post, stock flow scripts
make -C /OpenROAD-flow-scripts/flow DESIGN_CONFIG=/design/flow/config.mk WORK_HOME=/design/flow/orfs finish
```

## ./config.mk

```make
export PLATFORM = sky130hd
export DESIGN_NAME = uart_tx_clock_to_pc
export DESIGN_NICKNAME = uart_tx_clock_to_pc
export VERILOG_FILES = /design/flow/design.v
export SDC_FILE = /design/flow/constraint.sdc
export NUM_CORES = 4
export LEC_CHECK = 1
export CORE_AREA = 10 10 96 96
export DIE_AREA = 0 0 106 106
```

## ./constraint.sdc

```tcl
current_design uart_tx_clock_to_pc

set clk_period 2.4
set clk_io_pct 0.2

create_clock -name clk0 -period $clk_period [get_ports {Clk}]

set non_clock_inputs [all_inputs -no_clocks]
set_input_delay [expr $clk_period * $clk_io_pct] -clock clk0 $non_clock_inputs
set_output_delay [expr $clk_period * $clk_io_pct] -clock clk0 [all_outputs]
```

==> flow_summary.ini <==
; flow metrics
[outcome]
status = finished clean

[placed_design]
gp_congestion = 0.818
io_buffer_count = 2
place_hpwl_mm = 1.99
post-place-ws_ps = 550
placed_cells = 252
placed_cell_area_um2 = 1630

[worst_setup_path]
worst_setup_path_start_kind = flop
cp_max_fo = 7
end_kind = flop
rr_worst_depth = 6
crit_arrival_ps = 2080
path_class = reg2reg
required_ps = 2610

[synth]
yosys_cells = 153
ys_chip_area_um2 = 1500
synth.cell_area_um2 = 1500
ys_seq_share = 0.486
postSynthAreaPerCell_um2 = 9.79
syn_inst = 153
ys_seq_elements = 29
yosys_warnings = 43
yosysUniqueCellTypes = 34

[global_route]
grt_pass1_vias = 1098
antenna_found_initial = 0
grt_max_degree = 30
grt_pass1_wl_mm = 5.25
grtUsageTotal = 0.0542
overflow = 0

[clocking]
cts_setup_buffers = 0
clk_pin_slew_ps = 60
h-tree-depth = 2
cts_buffers = 5
post_cts_resized = 0
hold_buffers = 0
cts.sinks = 29
cts_tree = done
cts_buffer_depth = 2
clock_latency_ps = 280
root_buffer = clkbuf_8

[routing]
wl_mm = 2.88
drt_iter0_drc = 46
num_vias = 1094
via_per_inst = 4.21
diodes = 0
wire_per_inst_um = 11.1
firstDrtPassIters = 4
post-route-drc-count = 0
ant_nets = 0

[sta]
min_period_over_period = 0.781
rsz0062_at_grt = no
fmax_mhz = 533
finalHoldViolCount = 0
period_minus_slack_ps = 1880
slew_headroom = 0.579
final_max_slew_viol_count = 0
fin_tns_setup_ps = 0
finalSetupViolCount = 0
fin_ws_ps = 525
worst_pin_slew_ps = 625
skew_ps = 3.24

[cells_and_area]
area_growth_syn_to_layout_pct = 15.6
layout-drive-gt1-share = 0.106
stdcell_count = 260
mostFrequentLayoutCells = dfrtp_1 (27), nor2_1 (24), xnor2_1 (10)
fin_area_um2 = 1730
layout.cells.most_common = dfrtp_1

[power_and_ir_drop]
vdd_drop_max_mv = 0.185
p_leak_uw = 0.000644
power_uw = 946
power_density_nw_per_um2 = 547

[die]
fp_util = 0.208
dieWidth_um = 106
io_pins = 3
coreArea_um2 = 7210
die_y_um = 106
dieArea_um2 = 11200
rows = 31

[worst_hold_path]
hold_path.class = reg2reg
holdPathStages = 1

[run]
drv_cap = 0
warning_count = 29
## synth_stat cells
cell type | n | area share
dfrtp_1 | 27 | 0.45
or3_1 | 1 | 0.0042
o21ai_0 | 7 | 0.023
buf_2 | 3 | 0.010
xnor2_1 | 10 | 0.058
mux2i_1 | 1 | 0.0067
and2_1 | 1 | 0.0042
nand3b_1 | 1 | 0.0050
o21ai_2 | 1 | 0.0058
nor2b_1 | 1 | 0.0042
a21oi_1 | 4 | 0.013
or4_1 | 2 | 0.010
nor2_1 | 24 | 0.060
inv_1 | 8 | 0.020
o21a_1 | 1 | 0.0050
xor2_1 | 4 | 0.023
nor4_1 | 6 | 0.025
and3_1 | 3 | 0.013
nand3_1 | 7 | 0.023
nor3_1 | 7 | 0.023
nand2_1 | 6 | 0.015
mux2_2 | 1 | 0.0075
and4_1 | 2 | 0.012
nor3b_1 | 1 | 0.0050
o21bai_1 | 1 | 0.0050
nor4_2 | 2 | 0.017
buf_6 | 1 | 0.0075
nand4_1 | 8 | 0.033
a31oi_1 | 1 | 0.0042
dfstp_2 | 2 | 0.035
a2bb2oi_1 | 1 | 0.0058
a21o_1 | 1 | 0.0050
nand4_2 | 1 | 0.0084
ha_1 | 6 | 0.050
## cells by family (layout without fill, tap and decap cells)
logic type               after synthesis  in the layout  share of synthesized area
XOR/XNOR                              14             14                     0.0819
AND/OR/NAND/NOR                       73             73                      0.262
buffers and inverters                 12             20                     0.0376
multiplexers                           2              2                     0.0142
flip-flops                            29             29                      0.486
AND-OR/OR-AND                         17             17                     0.0677
adder cells (fa/ha/maj)                6              6                     0.0501
## power breakdown
group	internal, µW	total, µW	switching (µW)
logic	2.50	11.7	9.23
registers	489	489	0
clock network	259	446	187
total	750	946	196
## sequential cells by signal (all words and copies together) (netlist names), named ones only
name,flops
uart_byte_tx_inst0.send_en,1
uart_byte_tx_inst0.tx_done,1
send_go,1
uart_byte_tx_inst0.div_cnt,18
sate,2
uart_byte_tx_inst0.uart_tx,1
uart_byte_tx_inst0.bps_cnt,4
## per-layer routing
layer  share of wire  GRT usage  routed length [µm]
met1            0.53     0.0787                1530
met2            0.41     0.0777                1190
met3           0.048     0.0190                 137
met4          0.0080    0.00774                  23
met5               0          0                   0
## stage by stage
stage / hold WS, ps / util
2_1_floorplan: 184 / -
3_5_place_dp: 459 / 0.226
4_1_cts: 494 / 0.240
6_report: 497 / 0.240
5_1_grt: 518 / 0.240
3_3_place_gp: 467 / 0.226
## cell type report
class	instances	area, µm²
clock inverters	1	5.00
multi-input cells	112	713
well taps	99	124
flip-flops and latches	29	728
fillers	797	5480
inverters	8	30.0
repair buffers	4	35.0
clock buffers	7	96.3
## worst paths after layout
| path | start | slack, ps | to |
|---|---|---|---|
| worst max-delay path | uart_byte_tx_inst0.div_cnt[1]$_DFF_PN0_ | 520 | uart_byte_tx_inst0.bps_cnt[2]$_DFFE_PN0P_ |
| min in group asynchronous | Reset_n | 590 | uart_byte_tx_inst0.bps_cnt[2]$_DFFE_PN0P_ |
| worst min-delay path | send_go$_DFFE_PN0P_ | 500 | uart_byte_tx_inst0.send_en$_DFFE_PN0P_ |
| max in group asynchronous | Reset_n | 1500 | sate[0]$_DFF_PN1_ |
| worst min register to register | send_go$_DFFE_PN0P_ | 500 | uart_byte_tx_inst0.send_en$_DFFE_PN0P_ |
| worst max register to register | uart_byte_tx_inst0.div_cnt[1]$_DFF_PN0_ | 520 | uart_byte_tx_inst0.bps_cnt[2]$_DFFE_PN0P_ |
## worst max-delay path, stage by stage, from the launching register on
cell and delay [ps]:
dfrtp_1 430, inv_1 80, ha_1 120, nor3b_1 280, nand4_2 220, or4_1 510, a21oi_1 160
Power and IR drop assume default switching activity.
