==> design.v <==
module VGA_CTRL(
    Clk,
    Reset_n,
    DATA,
    Data_Req,
    VGA_HS,
    VGA_VS,
    VGA_BLK,
    VGA_RGB,
    hcount,
    vcount
);
    input Clk;
    input Reset_n;
    input [23:0]DATA;  
    output reg Data_Req;  
    output reg VGA_HS; 
    output reg VGA_VS; 
    output reg VGA_BLK;  
    output reg [23:0]VGA_RGB;  
    output reg [10:0]hcount;  
    output reg [10:0]vcount;  
    localparam Hsync_End = 12'd1056;  
    localparam HS_End = 12'd128;  
    localparam Vsync_End = 12'd525;  
    localparam VS_End = 12'd2;  
    localparam Hdat_Begin = 12'd128 + 12'd88 + 12'd0;  
    localparam Hdat_End = 12'd128 + 12'd88 + 12'd0 +12'd800; 
    localparam Vdat_Begin =  12'd2 + 12'd25 + 12'd8;  
    localparam Vdat_End = 12'd2 + 12'd25 + 12'd8 + 12'd480;  
    reg [11:0] hcnt;  
    reg [10:0] vcnt;  
    always@(posedge Clk or negedge Reset_n)
    if(!Reset_n)
        hcnt <= 0;
    else if(hcnt >= Hsync_End - 1'd1)
        hcnt <= 0;
    else
        hcnt <= hcnt + 1'd1;
    always@(posedge Clk or negedge Reset_n)
    if(!Reset_n)
        vcnt <= 0;
    else if(hcnt == Hsync_End - 1'd1)begin
        if(vcnt >= Vsync_End - 1)
            vcnt <= 0;
        else
            vcnt <= vcnt + 1'd1;
    end
    else
        vcnt <= vcnt;
    always@(posedge Clk)
        VGA_HS <= (hcnt <= HS_End - 1'd1) ? 0 : 1;
    always@(posedge Clk)
        VGA_VS <= (vcnt <= VS_End - 1) ? 0 : 1;
    always@(posedge Clk)
        Data_Req <= ((hcnt >=  Hdat_Begin -1'd1) && (hcnt <=  Hdat_End - 2'd2) && (vcnt >= Vdat_Begin ) && (vcnt <= Vdat_End - 1'd1))? 1 : 0;
    always@(posedge Clk)
        VGA_BLK <= Data_Req;
    always@(posedge Clk)
        VGA_RGB <= Data_Req ? DATA : 0;
    always@(posedge Clk)
        hcount <= Data_Req ? (hcnt - Hdat_Begin + 1'd1) : hcount;
    always@(posedge Clk)
        vcount <=  Data_Req ? (vcnt - Vdat_Begin + 1'd1) : vcount;
endmodule
module VGA_TFT(
    Clk,
    Reset_n,
    VGA_HS,
    VGA_VS,
    VGA_BLK,
    VGA_RGB,
    TFT_BL  
);
    input Clk;
    input Reset_n;
    output  VGA_HS; 
    output  VGA_VS; 
    output  VGA_BLK;  
    output  [23:0]VGA_RGB;  
    output TFT_BL;
    wire Data_Req;  
    reg [23:0]disp_data;  
    wire [10:0]hcount;
    wire [10:0]vcount;
    VGA_CTRL VGA_CTRL(
        .Clk(Clk),
        .Reset_n(Reset_n),
        .DATA(disp_data),
        .Data_Req(Data_Req),
        .VGA_HS(VGA_HS),
        .VGA_VS(VGA_VS),
        .VGA_BLK(VGA_BLK),
        .VGA_RGB(VGA_RGB),
        .hcount(hcount),
        .vcount(vcount)
);
localparam 
    BLACK       = 24'h000000,  
    BLUE        = 24'h0000FF,  
    RED         = 24'hFF0000,  
    PURPPLE     = 24'hFF00FF,  
    GREEN       = 24'h00FF00,  
    CYAN        = 24'h00FFFF,  
    YELLOW      = 24'hFFFF00,  
    WHITE       = 24'hFFFFFF;  
localparam 
    R0_C0 = BLACK,   
    R0_C1 = BLUE,    
    R1_C0 = RED,     
    R1_C1 = PURPPLE, 
    R2_C0 = GREEN,   
    R2_C1 = CYAN,    
    R3_C0 = YELLOW,  
    R3_C1 = WHITE;   
    wire R0_act = vcount >= 0 && vcount < 120;   
    wire R1_act = vcount >= 120 && vcount < 240; 
    wire R2_act = vcount >= 240 && vcount < 360; 
    wire R3_act = vcount >= 360 && vcount < 480; 
    wire C0_act = hcount >= 0 && hcount < 400;  
    wire C1_act = hcount >= 400 && hcount < 800; 
    wire R0_C0_act=R0_act & C0_act; 
    wire R0_C1_act=R0_act & C1_act; 
    wire R1_C0_act=R1_act & C0_act; 
    wire R1_C1_act=R1_act & C1_act; 
    wire R2_C0_act=R2_act & C0_act; 
    wire R2_C1_act=R2_act & C1_act; 
    wire R3_C0_act=R3_act & C0_act; 
    wire R3_C1_act=R3_act & C1_act; 
    always@(*)
        case({R0_C0_act,R0_C1_act,R1_C0_act,R1_C1_act,R2_C0_act,R2_C1_act,R3_C0_act,R3_C1_act})
            8'b0000_0001: disp_data = R3_C1;
            8'b0000_0010: disp_data = R3_C0;
            8'b0000_0100: disp_data = R2_C1;
            8'b0000_1000: disp_data = R2_C0;
            8'b0001_0000: disp_data = R1_C1;
            8'b0010_0000: disp_data = R1_C0;
            8'b0100_0000: disp_data = R0_C1;
            8'b1000_0000: disp_data = R0_C0;
            default :disp_data = R0_C0;
        endcase
endmodule
==> run.sh <==
#!/bin/bash
# OpenROAD 26Q1-2900-gdf79404cd8, Yosys 0.63+post, stock flow scripts
make -C /OpenROAD-flow-scripts/flow DESIGN_CONFIG=/design/flow/config.mk WORK_HOME=/design/flow/orfs finish
==> config.mk <==
export PLATFORM = sky130hd
export DESIGN_NAME = VGA_TFT
export DESIGN_NICKNAME = VGA_TFT
export VERILOG_FILES = /design/flow/design.v
export SDC_FILE = /design/flow/constraint.sdc
export NUM_CORES = 4
export LEC_CHECK = 1
export CORE_UTILIZATION = 30
==> constraint.sdc <==
current_design VGA_TFT

set clk_period 5.1
set clk_io_pct 0.2

create_clock -name clk0 -period $clk_period [get_ports {Clk}]

set non_clock_inputs [all_inputs -no_clocks]
set_input_delay [expr $clk_period * $clk_io_pct] -clock clk0 $non_clock_inputs
set_output_delay [expr $clk_period * $clk_io_pct] -clock clk0 [all_outputs]
==> results_dict.tcl <==
# metrics dict for downstream scripts
set metrics [dict create \
    finClkSkew_ps 9.344 \
    final_area_um2 2834 \
    peakVddDrop_mv 0.09888 \
    outcome "finished, final reports clean" \
    swShare_pct 22.94 \
    r2r-start "VGA_CTRL.hcnt[1]$_DFF_PN0_" \
    cp.arrival_ps 1220 \
    path_class "flop to primary output" \
    netlist_area_um2 2552 \
    synthToLayoutAreaGrowth_pct 11.03 \
    routed_via_density 4.682 \
    postSynthAreaPerCell_um2 10.38 \
    h-tree-depth 2 \
    synthDistinctLibCells 54 \
    die-width_um 94.24 \
    cts_tree "yes" \
    fp.dieH_um 94.24 \
    critPathRequiredTime_ps 4080 \
    cp-start-kind "flop" \
    min_period_ps 2245 \
    synth_seq_share_pct 45.69 \
    antenna_found_initial 0 \
    rsz0062_at_grt "false" \
    place_area_um2 2733 \
    grt_pass1_wl_mm 6.789 \
    critPathSlowestCell "clkdlybuf4s50_1" \
    setup_viol 0 \
    synthFlopType "dfrtp_1" \
    grt_usage_pct 9.904 \
    ys_chip_area_um2 2552 \
    end_kind "primary output" \
    slew-limit-headroom_pct 58.38 \
    maxCapViolations 0 \
    vias 1648 \
    hp-class "flop to flop" \
    p_int_uw 529.9 \
    warnings 33 \
    power.switching_uw 157.7 \
    tightest_slew_ps 623.5 \
    cpPeakStageDelay_ps 510 \
    slew_viol_final 0 \
    fp_util_pct 31.06 \
    cts_buffers 5 \
    post_cts_buffers 0 \
    min_to "VGA_CTRL.VGA_RGB[7]$_SDFF_PN0_" \
    ant_nets 0 \
    rrSetupSlack_ps 3160 \
    grt_max_degree 24 \
    p_leak_nw 1.131 \
    crit_fanout 8 \
    clkSlewWorstSetupHoldPaths_ps 80 \
    wl_per_cell_um 11.45 \
    clock_path_buffers 2 \
    max_freq_ghz 0.4455 \
    yosysWarnings 3 \
    synth-async-reset-ratio_pct 51.11 \
    grt-ovfl-total 0 \
    core_area_um2 8217 \
    cts_num_sinks 45 \
    final-hold-violation-count 0 \
    critPathBufInv 1 \
    cts.repair.resized 0 \
    antenna_cells 0 \
    fillCellCount 793 \
    layout_top_cell "clkdlybuf4s50_1" \
    rr_worst_depth 5 \
    clkPwrFrac_pct 34.4 \
    grt_pass1_vias 1516 \
    p_comb_share_pct 7.0 \
    drtIter0Drc 29 \
    whs_path_depth 2 \
    min_from "VGA_CTRL.hcount[9]$_DFFE_PP_" \
    ios 30 \
    cp_cell_sequence "clkdlybuf4s50_1" \
    dpl.hpwl_mm 2.868 \
    final_cell_mix "28 x clkdlybuf4s50_1, 23 x dfrtp_1, 22 x nand2_1" \
    edf_count 15 \
    drc 0 \
    rows 33 \
    die_area_um2 8881 \
    reg2reg_to "VGA_CTRL.vcnt[7]$_DFFE_PN0P_" \
    io_buffers 28 \
    drt_pre_antenna_iters 4 \
    final_util_pct 34.49 \
    clkLatencyLatePin_ps 290 \
    netlist_instances 246 \
    critPathTopFamily "buffers and inverters" \
    fin_crit_sh_pct 44.02 \
    wl_mm 4.029 \
    power_density_nw_per_um2 242.7 \
    drive_above_1_share_pct 8.502 \
    gp_congestion 0.8133 \
    ys_cells 246 \
    cts-root-buf "clkbuf_8" \
    tns_ps 0 \
    numSynthFlops 45 \
    cts-hold-fix-buffers 0 \
    seqPwrFrac_pct 58.6 \
]
how the worst max path moves through the flow:
stage / depth (start not counted) / slack [ps] / start / endpoint
6_report: 1 / 2860 / VGA_CTRL.VGA_RGB[22]$_SDFF_PN0_ / VGA_RGB[18]
5_1_grt: 1 / 2760 / VGA_CTRL.VGA_RGB[22]$_SDFF_PN0_ / VGA_RGB[21]
4_1_cts: 1 / 2830 / VGA_CTRL.VGA_RGB[22]$_SDFF_PN0_ / VGA_RGB[18]
per-stage QoR:
step                power [mW]  worst slack, ps  hold slack (ps)  cells
floorplan               0.4456             3486            487.0    247
global placement        0.4594             3189            518.3    344
detailed placement      0.4599             3154            507.8    344
CTS                     0.6987             2827            530.2    352
global route            0.7212             2760            575.8    352
finish                  0.6877             2855            530.2    352
power by group through the flow:
stage,Clock [mW],Sequential (mW),Combinational (mW)
finish,0.237,0.403,0.0484
global route,0.259,0.405,0.0565
CTS,0.246,0.403,0.0501
synthesized netlist by cell type (3+ instances only):
library cell	n	area, um^2
buf_4	23	172.7
dfrtp_1	23	575.6
nand2_1	22	82.58
nor2_1	19	71.32
xor2_1	16	140.1
edfxtp_1	15	450.4
nand3_1	10	50.05
ha_1	9	112.6
a21oi_1	8	40.04
buf_2	8	40.04
dfxtp_1	7	140.1
o21ai_0	6	30.03
xnor2_1	6	52.55
and4_1	5	43.79
clkbuf_1	5	18.77
inv_1	5	18.77
nor3_1	5	25.02
a21o_1	3	22.52
a2bb2oi_1	3	26.28
nor2b_1	3	18.77
o311ai_2	3	48.80
final cells by class:
cell class / instances / area, um^2 / share of cell area, %
multi-input cells: 160 / 1129 / 39.82
clock inverters: 1 / 5.005 / 0.1766
well taps: 105 / 131.4 / 4.636
flip-flops and latches: 45 / 1166 / 41.15
repair buffers: 29 / 287.8 / 10.15
clock buffers: 7 / 96.34 / 3.400
inverters: 5 / 18.77 / 0.6623
state kept, by name (all words and copies together) (netlist names):
register           flops
VGA_CTRL.vcount        8
VGA_CTRL.VGA_RGB       3
VGA_CTRL.VGA_VS        1
VGA_CTRL.vcnt         11
VGA_CTRL.VGA_HS        1
VGA_CTRL.VGA_BLK       1
VGA_CTRL.hcount        7
VGA_CTRL.hcnt         12
VGA_CTRL.Data_Req      1
kinds of logic after synthesis:
| group | synth area share, % |
|---|---|
| simple gates | 17.50 |
| compound gates | 14.07 |
| flops | 45.69 |
| buf+inv | 10.25 |
| xor+xnor | 7.549 |
| fa+ha+maj | 4.804 |
| other cells | 0.1469 |
metal layers:
metal  routed length [um]  GRT usage, %
met4                   29         1.026
met5                    0             0
met2                 1784         16.06
met1                 2001         14.19
met3                  213         2.469
Power and IR drop assume default switching activity.
