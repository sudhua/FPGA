[/design/flow/design.v]
module uart_tx_data4(
    Clk,
    Reset_n,
    Data40,
    Trans_Go,
    Trans_Done,
    uart_tx
);
    input Clk;
    input Reset_n;
    input  [39:0]Data40;
    input  Trans_Go;
    output reg Trans_Done;
    output  uart_tx;
    reg [7:0]Data;
    reg send_go;
    wire tx_done;
    uart_byte_tx uart_byte_tx_inst2(
        .Clk(Clk),
        .Reset_n(Reset_n),
        .Data(Data),
        .baud_set(3'd4),
        .send_go(send_go),
        .uart_tx(uart_tx),
        .tx_done(tx_done)
        );
    reg [2:0]state;
    reg [2:0]counter;
    reg counter2;
    always@(negedge Reset_n)
    if(!Reset_n)
        counter2 <= 0;    
    always@(posedge tx_done or negedge Reset_n)
    if(!Reset_n)
        counter <= 0;    
    else 
        counter <= counter + 1'd1;
    always@(posedge Clk or negedge Reset_n)
    if(!Reset_n)begin
        Trans_Done <= 0;
        Data <= 0;
        send_go <= 0;
        state <= 0;
    end
    else if(Trans_Go)begin
        if((counter == 0)&&(counter2 == 0))begin
            Data <= Data40[7:0];
            send_go <= 1;
            counter2 <= counter2 + 1'd1;
        end
        else begin
            Data <= Data;
            send_go <= 0;
        end
        if(tx_done)begin
                if(counter == 1)begin
                    Data <= Data40[15:8];
                    send_go <= 1;
                end
                else if (counter == 2)begin
                    Data <= Data40[23:16];
                    send_go <= 1;
                end
                else if (counter == 3)begin
                    Data <= Data40[31:24];
                    send_go <= 1;
                end
                else if (counter == 4)begin
                    Data <= Data40[39:32];
                    send_go <= 1;
                end
        end
        else begin
            Data <= Data;
            send_go <= 0;
        end
    end
    else begin
        Trans_Done <= 0;
        Data <= Data;
        send_go <= 0;
        counter <= 0;    
    end
endmodule
module uart_byte_tx(
    Clk,
    Reset_n,
    Data,
    baud_set,
    send_go,
    uart_tx,
    tx_done
    );
    input Clk;
    input Reset_n;
    input [2:0]baud_set;
    input [7:0]Data;
    input send_go;
    output reg uart_tx;
    output reg tx_done;
    reg [17:0]bps_DR;
    always@(*)
    case(baud_set)
        0:bps_DR = 1000000000/9600/20; 
        1:bps_DR = 1000000000/119200/20;
        2:bps_DR = 1000000000/38400/20;
        3:bps_DR = 1000000000/57600/20;
        4:bps_DR = 1000000000/115200/20;
    endcase
    reg send_en;
    always@(posedge Clk or negedge Reset_n)
    if(!Reset_n)
        send_en <= 0;
    else if(send_go)  
        send_en <= 1;
    else if(tx_done)  
        send_en <= 0;
    reg [17:0]div_cnt;
    always@(posedge Clk or negedge Reset_n)
    if(!Reset_n)
        div_cnt <= 0;
    else if(send_en)begin
        if(div_cnt == bps_DR - 1)
            div_cnt <= 0;
        else
            div_cnt <= div_cnt + 1'd1;
    end
    else
        div_cnt <= 0;
    reg [3:0]bps_cnt;
    wire bps_clk;
    assign bps_clk = (div_cnt == 1);   
    always@(posedge Clk or negedge Reset_n)
    if(!Reset_n)
        bps_cnt <= 0;
    else if(send_en)begin 
        if(bps_clk)begin
            if(bps_cnt == 11)
                bps_cnt <= 0;
            else
                bps_cnt <= bps_cnt + 1'd1;
        end
    end
    else 
        bps_cnt <= 0;
    always@(posedge Clk or negedge Reset_n)
    if(!Reset_n)
        tx_done <= 0;
    else if ((bps_clk == 1)&&(bps_cnt == 10))
        tx_done <= 1;
    else
        tx_done <= 0;
    reg [7:0]r_Data;
    always@(posedge Clk)
    if(send_go)
        r_Data <= Data;
    else
        r_Data <= r_Data;
    always@(posedge Clk or negedge Reset_n)
    if(!Reset_n)begin
        uart_tx <= 1; 
    end
    else case(bps_cnt)
        1:uart_tx <= 0;
        2:uart_tx <= r_Data[0];
        3:uart_tx <= r_Data[1];
        4:uart_tx <= r_Data[2];
        5:uart_tx <= r_Data[3];
        6:uart_tx <= r_Data[4];
        7:uart_tx <= r_Data[5];
        8:uart_tx <= r_Data[6];
        9:uart_tx <= r_Data[7];
        10:uart_tx <= 1;
        11:uart_tx <= 1;
        default:uart_tx <= 1;
    endcase
endmodule
[/design/flow/run.sh]
#!/bin/bash
# OpenROAD 26Q1-2900-gdf79404cd8, Yosys 0.63+post, stock flow scripts
make -C /OpenROAD-flow-scripts/flow DESIGN_CONFIG=/design/flow/config.mk WORK_HOME=/design/flow/orfs finish
[/design/flow/constraint.sdc]
current_design uart_tx_data4

set clk_period 2.6
set clk_io_pct 0.2

create_clock -name clk0 -period $clk_period [get_ports {Clk}]
create_clock -name clk1 -period $clk_period [get_ports {Reset_n}]

set non_clock_inputs [all_inputs -no_clocks]
set_input_delay [expr $clk_period * $clk_io_pct] -clock clk0 $non_clock_inputs
set_output_delay [expr $clk_period * $clk_io_pct] -clock clk0 [all_outputs]
[/design/flow/config.mk]
export PLATFORM = sky130hd
export DESIGN_NAME = uart_tx_data4
export DESIGN_NICKNAME = uart_tx_data4
export VERILOG_FILES = /design/flow/design.v
export SDC_FILE = /design/flow/constraint.sdc
export NUM_CORES = 4
export LEC_CHECK = 1
export CORE_UTILIZATION = 30
==> impl_metrics.tcl <==
# metrics dict for downstream scripts
set metrics [dict create \
    status "finished, violations left" \
    violations "negative hold slack" \
    r2r_start "uart_byte_tx_inst2.div_cnt[1]$_DFF_PN0_" \
    critPathMaxFanout 7 \
    cp.required_ns 2.82 \
    die_h_um 82.3 \
    r2r-end "uart_byte_tx_inst2.bps_cnt[2]$_DFFE_PN0P_" \
    grt-ovfl-total 0 \
    ctsHoldBuffers 0 \
    hp-class "clk -> async" \
    core_sq_mm 0.00606 \
    p_leak_nw 0.975 \
    comb_area_sq_um 792 \
    grt_util_all_layers_pct 12.3 \
    initCoreUtil_pct 31.9 \
    synth-main-ff-cell "dfrtp_1" \
    critPathKind "reg -> reg" \
    critPathLaunchType "flip-flop" \
    die_x_um 82.3 \
    grt_pass1_wl_mm 6.17 \
    pin_count 45 \
    ff2ff_setup_slack_ns 0.60 \
    num_rows 28 \
    first_global_vias 1420 \
    peakVddDrop_mv 0.646 \
    drive_gt1_share_pct 15.7 \
    ff2ff_path_depth 6 \
    cp_data_arrival_time_ns 2.22 \
    hold_slack_ns -0.337 \
    place.port_buffers 10 \
    hold_viol 34 \
    cp-end-kind "flip-flop" \
    yosysWarningCount 10 \
    drc_errors 0 \
    crit_start "uart_byte_tx_inst2.div_cnt[1]$_DFF_PN0_" \
    final_cells 273 \
    gp_congestion 0.774 \
    yosys_cells 174 \
    vias 1392 \
    synth_cell_type_count 36 \
    rsz0062_at_grt "false" \
    setup_viol 0 \
    finalMaxSlewViolations 0 \
    first_pass_iters 4 \
    max_cap_viol_count 0 \
    async_flop_share_pct 81.0 \
    synth_flops 42 \
    finalSetupTns_ns 0 \
    tritoncts "yes" \
    warnings 62 \
    drt_iter0_drc 36 \
    netlist_area_sq_mm 0.00194 \
    fillCellCount 571 \
    edf_count 8 \
    antenna_found_initial 0 \
    skew_ns 0.00588 \
    insertedDiodeCount 0 \
    dp_hpwl_mm 2.23 \
    die_area_sq_mm 0.00678 \
    postCtsSetupBuffers 0 \
    power-per-cell-area_mw_per_mm2 807 \
    crit_path_end "uart_byte_tx_inst2.bps_cnt[2]$_DFFE_PN0P_" \
    wirelength_mm 3.57 \
    clkTransAtPathRegs_ns 0.08 \
    ys_chip_area_sq_mm 0.00194 \
    syn_avg_cell_area_sq_um 11.1 \
    seqCellArea_sq_mm 0.00109 \
    syn_to_final_growth_pct 23.7 \
    grt_max_degree 19 \
    drtAntennaViolNets 0 \
    cts_resized 0 \
    dp_slack_ns 0.674 \
    viasPerCell 5.10 \
    syn_inst 174 \
    wire_per_inst_um 13.1 \
    dp_cells 257 \
    setup_slack_ns 0.601 \
    synth_seq_share_pct 56.4 \
]
-- cell usage in the layout, fill, tap and decap left out, types with 9 or more instances in the layout --
cell type         n
a21oi_1           9
clkbuf_8         10
clkdlybuf4s50_1  10
dfrtp_1          33
nand3_1           9
nor2_1           20
nor4_1           10
o21ai_0          10
xnor2_1          12
-- state kept, by name, indices dropped and copies added (netlist names) --
| signal | cells |
|---|---|
| uart_byte_tx_inst2.r_Data | 8 |
| send_go | 1 |
| Data | 8 |
| uart_byte_tx_inst2.uart_tx | 1 |
| uart_byte_tx_inst2.tx_done | 1 |
| uart_byte_tx_inst2.div_cnt | 18 |
| uart_byte_tx_inst2.bps_cnt | 4 |
| uart_byte_tx_inst2.send_en | 1 |
-- synth_stat cells (3+ instances only) --
cell type	number	area share, %
xnor2_1	12	5.4
nand3_1	9	2.3
mux2_2	8	4.7
ha_1	6	3.9
dfrtp_1	33	43
nor4_1	10	3.2
o21ai_0	10	2.6
inv_1	8	1.6
nor3_1	3	0.78
nand4_1	5	1.6
nand2_1	7	1.4
edfxtp_1	8	12
nor2_1	20	3.9
a21oi_1	9	2.3
-- through the flow --
| stage | cell area [sq um] | utilization, % | power, W |
|---|---|---|---|
| after global routing | 2390 | 39.5 | 0.00205 |
| after floorplan | 1940 | - | 0.000678 |
| final | 2390 | 39.5 | 0.00193 |
| after detailed placement | 2120 | 35.0 | 0.000690 |
| after global placement | 2120 | 35.0 | 0.000690 |
| after CTS | 2390 | 39.5 | 0.00200 |
-- power breakdown --
part           switching (W)  internal (W)  total (W)
Sequential                 0      0.000660   0.000660
Combinational     0.00000147     0.0000117  0.0000132
Clock               0.000490      0.000769    0.00126
Total               0.000492       0.00144    0.00193
-- worst min-delay path by stage --
stage,start,cells after the start,endpoint,slack [ns]
after CTS,Reset_n,2,uart_byte_tx_inst2.div_cnt[2]$_DFF_PN0_,-0.34
after global routing,Reset_n,2,uart_byte_tx_inst2.bps_cnt[0]$_DFFE_PN0P_,-0.34
final,Reset_n,2,uart_byte_tx_inst2.div_cnt[2]$_DFF_PN0_,-0.34
-- logic make-up (layout without fill, tap and decap cells) --
kind of cell,count (synthesis),in the layout,synth area share (%)
other,1,1,0.194
muxes,8,8,4.65
xor gates and xnor gates,14,14,6.33
and+or+nand+nor,65,65,18.2
DFF,42,42,56.4
adders and majority gates,6,6,3.88
AOI/OAI and AO/OA,26,26,7.69
buffers and inverters,12,36,2.65
-- worst max-delay path: stages, from the launching register on --
cell and delay [ns]:
dfrtp_1 0.41, inv_1 0.06, ha_1 0.13, nor3b_1 0.27, nand4_1 0.35, or4_1 0.56, a21oi_1 0.15
-- area by class of cell --
cell class | instances | area share (%)
flip-flops and latches | 42 | 45.6
multi-input cells | 120 | 33.1
clock buffers | 10 | 5.75
clock inverters | 6 | 5.59
repair buffers | 12 | 4.81
well taps | 75 | 3.92
inverters | 8 | 1.25
-- metal layers --
layer / vias up / share of wire (%) / GRT usage, %
li1: 668 / - / -
met1: 678 / 46 / 17.2
met2: 38 / 46 / 16.0
met3: 8 / 4.9 / 5.02
met4: 0 / 3.0 / 7.54
met5: - / 0 / 0
Power is estimated from default activity; no workload was simulated.
